$ cat /design/flow/design.v
interface wishbone #(
  parameter ADR_BITS = 16,
  parameter PORT_SIZE = 32,
  parameter GRANULARITY = 8
);
  localparam ADR_LO = $clog2(PORT_SIZE/GRANULARITY);
  localparam ADR_HI = ADR_LO+ADR_BITS-1;
  localparam SEL_HI = PORT_SIZE/GRANULARITY-1;
  logic[ADR_HI:ADR_LO] adr;
  logic[PORT_SIZE-1:0] dat_sm;
  logic[PORT_SIZE-1:0] dat_ms;
  logic[SEL_HI:0] sel;
  logic stb;
  logic cyc;
  logic we;
  logic ack;
  logic err;
  logic rty;
  modport master (
    output adr, dat_ms, sel, stb, cyc, we,
    input dat_sm, ack, err, rty
  );
  modport slave (
    input adr, dat_ms, sel, stb, cyc, we,
    output dat_sm, ack, err, rty
  );
endinterface
module wb_bus_arbiter #(
    parameter N = 2  
)(
    input clk_i,
    input rst_i,
    input[N-1:0] cyc_i,
    output cyc_common_o,
    output[N-1:0] gnt_o
);
logic cyc_common_c;
reg[N-1:0] token_r;
always_ff @(posedge rst_i or posedge clk_i) begin
    logic[N-1:0] next_token_v;
    logic[N-1:0] new_requests_v;
    logic advance_v;
    logic cycle_in_progress_v;
    if (rst_i) begin
        token_r <= { {(N-1){1'b0}}, 1'b1 };
    end else begin
        cycle_in_progress_v = cyc_common_c;
        if (!cycle_in_progress_v) begin
            next_token_v = token_r;
            new_requests_v = cyc_i & ~token_r;  
            for (int i = 0; i < N; i++) begin
                advance_v = 1'b1;
                for (int j = 0; j < N; j++) begin
                    if (next_token_v[j] & new_requests_v[j]) begin
                        advance_v = 1'b0;
                    end
                end
                if (advance_v) begin
                    next_token_v = { next_token_v[N-2:0], next_token_v[N-1] };
                end
            end
            token_r <= next_token_v;
        end
    end
end
always_comb begin
    cyc_common_c <= |(cyc_i & token_r);
end
assign cyc_common_o = cyc_common_c;
assign gnt_o = token_r;
endmodule
$ cat /design/flow/run.sh
#!/bin/bash
# OpenROAD 26Q1-2900-gdf79404cd8, Yosys 0.63+post, stock flow scripts
make -C /OpenROAD-flow-scripts/flow DESIGN_CONFIG=/design/flow/config.mk WORK_HOME=/design/flow/orfs finish
$ cat /design/flow/config.mk
export PLATFORM = sky130hd
export DESIGN_NAME = wb_bus_arbiter
export DESIGN_NICKNAME = wb_bus_arbiter
export VERILOG_FILES = /design/flow/design.v
export SDC_FILE = /design/flow/constraint.sdc
export NUM_CORES = 4
export LEC_CHECK = 1
export CORE_AREA = 10 10 70 70
export DIE_AREA = 0 0 80 80
$ cat /design/flow/constraint.sdc
current_design wb_bus_arbiter

set clk_period 1.0
set clk_io_pct 0.2

create_clock -name clk0 -period $clk_period [get_ports {clk_i}]

set non_clock_inputs [all_inputs -no_clocks]
set_input_delay [expr $clk_period * $clk_io_pct] -clock clk0 $non_clock_inputs
set_output_delay [expr $clk_period * $clk_io_pct] -clock clk0 [all_outputs]
==> results.cfg <==
; implementation run metrics
[flow_run]
warnings = 27
max_cap_viol_count = 0

[clocking]
cts_root_buffer = clkbuf_4
cts_tree = yes
cts.clk_slew.worst_paths_ps = 40
clockBufferDepth = 2
cts_sinks = 2
htreeDepth = 1
clkLatencyLatePin_ps = 230
cts_buffers = 3

[drt]
viasPerCell = 1.88
drc = 0
antenna_cells = 0
final_antenna_net_count = 0
firstDrtPassIters = 4
vias = 141
dr.first_iter.drc_count = 2
routed_wirelength_microns = 454
routedWlPerCell_microns = 6.05

[final_timing]
rsz0062_at_grt = true
fin_skew_ps = 9.40
setup_viol = 3
fmax_ghz = 0.801
post-route-period-util_pct = 125
tightest_slew_ps = 113
setup_slack_ps = -248
min_period_ps = 1250
hold_viol_final = 0
slew_viol_final = 0
slew_headroom_pct = 92.5
holdWs_ps = 115

[synth]
ys_ff = 2
syn_avg_cell_area_sq_um = 8.65
yosysSeqAreaShare_pct = 49.4
synth_cells = 12
yosys_cells = 12
yosys_warnings = 1
yosys_area_sq_um = 104
ys_types = 6
syn-cell-area_sq_um = 104

[die]
rows = 21
die_width_microns = 80
chip_area_sq_um = 6400
die_h_microns = 80
initial_core_util_pct = 3.04
pin_count = 7
coreArea_sq_um = 3420

[cells_and_area]
largest_reg_flops = 2
largestRegisters = token_r (2)
seqCellArea_sq_um = 51.3
stdcell_area_sq_um = 313
mostFrequentLayoutCells = buf_4, buf_6, inv_1, clkbuf_4, clkdlybuf4s50_1
largest-register = token_r
fillCellCount = 407
comb_area_sq_um = 48.8
lay_top_count = buf_4
drive_gt1_share_pct = 55.2
fin_cells = 75
layout-area-overhead-vs-synth_pct = 201

[pwr]
combinationalPowerShare_pct = 6.8
vdd_drop_max_uv = 129
switching_share_pct = 20.2
power_per_cell_area_nw_per_um2 = 974
power.share.sequential_pct = 26.8
clkPwrFrac_pct = 66.4
p_sw_w = 0.0000616
finalPower_w = 0.000305
p_int_w = 0.000243
leakage_nw = 0.126

[critical_path]
cp-start-kind = flip-flop
cp_max_fo = 2
path_class = reg -> out
required_ps = 800
critical_path_arrival_ps = 1050
worstRegToRegCells = 4
cp-end-kind = output pin

[min_path]
min_path_type = in -> async

[placed_design]
place_inst = 66
placed_area_sq_um = 236
gp_congestion = 0.572
dp_slack_ps = -545
port_buffers = 6
hpwl_microns = 329

[global_route]
grt_antenna_before_repair = 0
grt_pass1_vias = 169
grt_overflow_total = 0
grt_pass1_wl_microns = 690
grt_use_total_pct = 1.46
grt_max_degree = 4

[run_status]
status = finished with violations
violations = setup timing
synthesized netlist by cell type:
master	instances	area [sq um]
dfrtp_1	1	25.0
inv_1	3	11.3
dfstp_2	1	26.3
a22o_1	1	8.76
nand2b_1	2	12.5
a21oi_1	4	20.0
final timing paths:
check	from	to	slack [ps]
worst min register to register	token_r[0]	token_r[0]	710
max in group asynchronous	rst_i	token_r[0]	680
min in group clk0	cyc_i[0]	token_r[0]	630
worst min-delay path	rst_i	token_r[1]	120
worst max-delay path	token_r[0]	cyc_common_o	-250
worst max register to register	token_r[0]	token_r[0]	50
power by group through the flow:
stage,sequential (W),clock (W),combinational (W)
CTS,0.0000816,0.000216,0.0000202
global route,0.0000815,0.000229,0.0000220
finish,0.0000816,0.000202,0.0000207
through the flow:
stage                     setup TNS (ps)  util [%]
after floorplan                        0         -
final                               -481      9.16
after global routing                -600      9.16
after global placement             -1090      6.92
after detailed placement           -1170      6.92
after CTS                           -541      8.90
final cells by class:
type                            instances  share of cell area, %
Timing Repair Buffer                   13                   37.6
Tap cell                               46                   18.4
Sequential cell                         2                   16.4
Multi-Input combinational cell          7                   15.6
Clock buffer                            4                   8.40
Inverter                                3                   3.60
critical path: stages, from the launching register on:
cell and delay, ps:
dfstp_2 530, buf_6 90, a22o_1 120, buf_2 90
what timing repair did:
action	CTS	global route
endpoints found under the setup margin	3	5
hold buffers	0	0
setup buffers	7	3
pin swaps	0	1
gates resized	12	5
layer usage:
metal,vias to the layer above,track usage [%],routed length [microns]
met5,-,0,0
met4,0,0.704,5
met3,2,1.48,52
met2,4,2.09,216
met1,63,1.33,180
li1,72,-,-
cells by family (layout without fill, tap and decap cells):
group / after synthesis / in the layout / share of synthesized area (%)
buffers and inverters: 3 / 20 / 10.8
flip-flops: 2 / 2 / 49.4
AND/OR/NAND/NOR: 2 / 2 / 12.0
AND-OR/OR-AND: 5 / 5 / 27.7
Power and IR drop assume default switching activity.
